File: flow/run.sh
#!/bin/bash
# OpenROAD 26Q1-2900-gdf79404cd8, Yosys 0.63+post, stock flow scripts
make -C /OpenROAD-flow-scripts/flow DESIGN_CONFIG=/design/flow/config.mk WORK_HOME=/design/flow/orfs finish
File: flow/config.mk
export PLATFORM = sky130hd
export DESIGN_NAME = expmod
export DESIGN_NICKNAME = expmod
export VERILOG_FILES = /design/flow/design.v
export SDC_FILE = /design/flow/constraint.sdc
export NUM_CORES = 4
export LEC_CHECK = 1
export CORE_UTILIZATION = 30
File: flow/constraint.sdc
current_design expmod

set clk_period 4.1
set clk_io_pct 0.2

create_clock -name clk0 -period $clk_period [get_ports {clk}]

set non_clock_inputs [all_inputs -no_clocks]
set_input_delay [expr $clk_period * $clk_io_pct] -clock clk0 $non_clock_inputs
set_output_delay [expr $clk_period * $clk_io_pct] -clock clk0 [all_outputs]
File: flow/design.v
module BMM(clk,rst_n,M,T,U,sel,RmM,O,done,start);
		localparam SIZETU = 4;
		localparam SIZEM = 8;
		localparam SIZEI = 3;
		localparam ZERO = 4'd0;
		localparam R2 = 16;  
		input [SIZEM-1:0] T,U;	 
		input [SIZEM-1:0] M;
		input [SIZETU-1:0] RmM;
		input clk,rst_n,start;
		input sel;
		output reg [SIZEM:0] O;
		output reg done;
		reg [SIZEM:0] Z;
		wire doneI,doneM;
		reg startI,startM;
		reg [SIZEM-1:0] Xhat,Yhat;
		wire [SIZEM:0] hat,Im;
		reg [SIZEM-1:0] b,d,x,y;
		reg [1:0] partialComp;
		interleaved inter(.clk(clk),.rst_n(rst_n),.b(b),.d(d),.M(M),.Z(hat),.done(doneI),.start(startI));
		montgomery mont(.clk(clk),.rst_n(rst_n),.xhat(x),.yhat(y),.M(M),.Z(Im),.done(doneM),.start(startM));
		typedef enum reg [3:0] {WAIT,BEGINI1,I1,BEGINI2,I2,BEGINA,MID,ENDMID,I3,END} state_t;
		state_t state, nxt_state;
		always@(posedge clk, negedge rst_n)
			if(!rst_n)begin
				state <= WAIT;
				done <= 0;
				startI <= 0;
			end
			else if(start) begin
				state <= BEGINI1;
				done <= 0;
			end
			else begin
				state <= nxt_state;
				if(state == BEGINI1)begin
					startI <= 1;
					b <= T;
					d <= R2;
				end
				else if(state == I1)begin
					startI <= 0;
					if(doneI)begin
						Xhat <= hat;
						Yhat <= U;
					end
				end
				else if(state == BEGINI2)begin
					startI <= 1;
					b <= U;
					d <= R2;
				end
				else if(state == I2)begin
					startI <= 0;
					if(doneI)begin
						Yhat <= hat[SIZEM-1:0];
					end
				end
				else if(state == BEGINA)begin
					b <= Xhat;
					d <= {ZERO,Yhat[SIZEM-1:(SIZEM/2)]};  
					x <= Xhat;
					y <= {ZERO,Yhat[(SIZEM/2)-1:0]};  
					startI <= 1;
					startM <= 1;
					partialComp <= 0;
				end
				else if(state == MID)begin
					startI <= 0;
					startM <= 0;
					if(doneI)begin
						partialComp = partialComp + 1;
					end
					if(doneM)begin
						partialComp = partialComp + 1;
					end
				end
				else if(state == ENDMID)begin
					b <= Z;
					d <= 1;
					startI <= 1;
				end
				else if(state == I3)begin
					startI <= 0;
					if(doneI)begin
						O <= hat;
					end
				end
				else if(state == END)begin
					done <= 1;
				end
				else begin
					done <= 0;
				end
			end
		always@(*)begin
			Z = Z;
			case(state)
				WAIT:begin
					Z = Z;
					nxt_state = WAIT;
				end
				BEGINI1:begin
					Z = 0;
					nxt_state = I1;
				end
				I1:begin
					nxt_state = I1;
					if(doneI)begin
						if(!sel)begin
							nxt_state = BEGINI2;
						end
						else begin
							nxt_state = BEGINA;
						end
					end	
				end
				BEGINI2:begin
					nxt_state = I2;
				end
				I2:begin
					nxt_state = I2;
					if(doneI)begin
						nxt_state = BEGINA;
					end
				end
				BEGINA:begin
					Z = 0;
					nxt_state = MID;
				end
				MID:begin
					nxt_state = MID;
					if(partialComp == 2)begin
						nxt_state = ENDMID;
					end
				end
				ENDMID:begin
					Z = hat + Im;
					nxt_state <= I3;
				end
				I3:begin
					nxt_state = I3;
					if(doneI)begin
						nxt_state = END;
					end
				end
				END:begin
					nxt_state = WAIT;
				end
				default:begin
					nxt_state = WAIT;
				end
			endcase
		end
endmodule
module interleaved(clk,rst_n,b,d,M,Z,done,start);
		localparam SIZEBD = 4;
		localparam SIZEM = 8;
		localparam SIZEI = 3;
		localparam ZERO = 4'd0; 
		input [SIZEM-1:0] d,b;
		input [SIZEM-1:0] M;
		input clk,rst_n,start;
		output reg [SIZEM:0] Z;
		output reg done;
		reg [SIZEI-1:0] i;
		typedef enum reg [2:0] {WAIT,BEGIN,MID,END} state_t;
		state_t state, nxt_state;
		always@(posedge clk, negedge rst_n)
			if(!rst_n)begin
				state <= WAIT;
				done <= 0;
			end
			else if(start) begin
				state <= BEGIN;
				i <= SIZEM-1;
				done <= 0;
			end
			else if(state != WAIT)begin
				i <= i - 1;
				if(i == 1)begin
					state <= END;
					done <= 1;
				end
				else begin
					state <= nxt_state;
					done <= 0;
				end
				if(state == END)begin
					done <= 0;
				end
			end
			else begin
				done <= 0;
			end
		always@(*)begin
			Z = Z;
			case(state)
				WAIT:begin
					Z = Z;
					nxt_state = WAIT;	
				end
				BEGIN:begin
					Z = 0;
					Z = Z<<1;
					Z = b[i] ? (Z+d) : Z;
					if(Z >= M)begin
						Z = Z - M;
					end
					if(Z >= M)begin
						Z = Z - M;
					end
					nxt_state = MID;	
				end
				MID:begin
					Z = Z<<1;
					Z = b[i] ? (Z+d) : Z;
					if(Z >= M)begin
						Z = Z - M;
					end
					if(Z >= M)begin
						Z = Z - M;
					end
					nxt_state = MID;
				end
				END:begin
					Z = Z<<1;
					Z = b[i] ? (Z+d) : Z;
					if(Z >= M)begin
						Z = Z - M;
					end
					if(Z >= M)begin
						Z = Z - M;
					end
					nxt_state = WAIT;
				end
				default:begin
					Z = 0;
					nxt_state = WAIT;
				end
			endcase
		end
endmodule 
module montgomery(clk, rst_n, xhat, yhat, M, Z, done, start);
	localparam SIZEM = 8;
	localparam SIZEHAT = 4;
	localparam SIZEI = 3;
	input [SIZEHAT-1:0] xhat;
	input reg [SIZEHAT-1:0] yhat;  
	input [SIZEM-1:0] M; 
	input clk, rst_n, start;
	output reg [SIZEM:0] Z;
	output reg done;
	reg [SIZEI-1:0] i;
	typedef enum reg [2:0] {WAIT,BEGIN,MID,END} state_t;
	state_t state, nxt_state;
	always@(posedge clk, negedge rst_n)
		if(!rst_n)begin
			state <= WAIT;
			done <= 0;
		end
	else if (start) begin
		state <= BEGIN;
		i <= SIZEM-1;
		done <= 0;		
	end
	else begin
		i <= i-1;
		if(i==1)begin
			state <= END;
			done <=1;
		end
		else begin
			state <= nxt_state;
			done <= 0;
		end
		if(state == END)begin
					done <= 0;
		end
	end
	always@(*)begin
		case(state)
		WAIT:begin
			Z = Z;
			nxt_state= WAIT;
		end
		BEGIN:begin
			Z = 0;
			Z = yhat[i] ? (Z+xhat) : Z;
			Z = Z[i] ? (Z+M) : Z;	 
			Z = Z>>1;  
			if(Z >= M)begin
						Z = Z - M;
					end
			if(Z >= M)begin
						Z = Z - M;
			end
			yhat = yhat>>1;  
			nxt_state = MID;
		end
		MID:begin
			Z = yhat[i] ? (Z+xhat) : Z;
			Z = Z[i] ? (Z+M) : Z;	 
			Z = Z>>1;  
			if(Z >= M)begin
						Z = Z - M;
					end
			if(Z >= M)begin
						Z = Z - M;
			end
			yhat = yhat>>1;  
			nxt_state = MID;
		end
		END:begin
			Z = yhat[i] ? (Z+xhat) : Z;
			Z = Z[i] ? (Z+M) : Z;	 
			Z = Z>>1;  
			if(Z >= M)begin
						Z = Z - M;
					end
			if(Z >= M)begin
						Z = Z - M;
			end
			yhat = yhat>>1;  
			nxt_state = WAIT;
		end
		default:begin
			Z =0;
			nxt_state= WAIT;
		end
		endcase
	end
endmodule
module expmod(A,e,M,start,done,clk,rst_n,C);
	localparam SIZEA = 8;
	localparam SIZEM = 8;
	localparam SIZEE = 3;
	localparam R2 = 16;  
	localparam SIZEI = 2;
	input [SIZEA-1:0] A;
	input [SIZEM-1:0] M;
	input [SIZEE-1:0] e;
	input start,clk,rst_n;
	output reg done;
	output reg [SIZEM-1:0] C;
	wire doneI,doneM,doneB;
	reg startI,startM,startB;
	wire [SIZEM:0] hat,Im,Z;
	reg [SIZEM-1:0] b,d,x,y,T,U;
	reg [SIZEM-1:0] RmM;
	reg [SIZEM-1:0] Ahat;
	reg [SIZEI-1:0] i;
	reg [SIZEM:0] temp;
	reg sel;
	interleaved inter(.clk(clk),.rst_n(rst_n),.b(b),.d(d),.M(M),.Z(hat),.done(doneI),.start(startI));
	montgomery mont(.clk(clk),.rst_n(rst_n),.xhat(x),.yhat(y),.M(M),.Z(Im),.done(doneM),.start(startM));
	BMM bmm(.clk(clk),.rst_n(rst_n),.M(M),.T(T),.U(U),.sel(sel),.RmM(RmM),.O(Z),.done(doneB),.start(startB));
	typedef enum reg [3:0] {WAIT,BEGINI1,I1,BEGINI2,I2,BEGINA,BMM1,BEGINMT1,MT1,BEGINBMM2,BMM2,BEGINMT2,MT2,END} state_t;
	state_t state, nxt_state;
	always@(posedge clk, negedge rst_n)	
		if(!rst_n)begin
			C <= 1;
			done <= 0;
		end
		else if(state != WAIT)begin
			state <= nxt_state;
			case(state)
				BEGINI1:begin
					startI <= 1;
					b <= R2;
					d <= R2;
					C <= 1;
				end
				I1:begin
					startI <= 0;
					if(doneI)begin
						RmM <= hat;
					end
				end
				BEGINI2:begin
					startI <= 1;
					b <= A;
					d <= R2;
				end
				I2:begin
					startI <= 0;
					i <= SIZEE;
					if(doneI)begin
						Ahat <= hat;
					end
				end
				BEGINA:begin
					i <= i -1;
					if(i == 0)begin  
						state <= END;
					end
					startB <= 1;
					T <= C;
					U <= C;
					sel <= 0;
				end
				BMM1:begin
					startB <= 0;
					if(doneB)begin
						temp <= Z;
					end
				end
				BEGINMT1:begin
					startM <= 1;
					x <= temp;
					y <= 1;
				end
				MT1:begin
					startM <= 0;
					if(doneM)begin
						C <= Im;
						if(e[i])begin
							state <= BEGINBMM2;
						end
						else begin
							state <= BEGINA;
						end
					end	
				end
				BEGINBMM2:begin
					 startB <= 1;
					 T <= C;
					 U <= Ahat;
					 sel <= 1;
				end
				BMM2:begin
					startB <= 0;
					if(doneB)begin
						temp <= Z;
					end
				end
				BEGINMT2:begin
					startM <= 1;
					x <= temp;
					y <= 1;
				end
				MT2:begin
					startM <= 0;
					if(doneM)begin
						C <= Im;
					end
				end
				END:begin
					done <= 1;
				end
				default:begin
					done <= 0;
					state <= WAIT;
				end
			endcase
		end
		else begin
			done <= 0;
			if(start)begin
				state <= BEGINI1;
			end
		end
	always@(*)begin
		case(state)
			WAIT:begin
				nxt_state = WAIT;
			end
			BEGINI1:begin
				nxt_state = I1;
			end
			I1:begin
				nxt_state = I1;
				if(doneI)begin
					nxt_state = BEGINI2;
				end
			end
			BEGINI2:begin
				nxt_state = I2;
			end
			I2:begin
				nxt_state = I2;
				if(doneI)begin
					nxt_state = BEGINA;
				end
			end
			BEGINA:begin
				nxt_state = BMM1;
			end
			BMM1:begin
				nxt_state = BMM1;
				if(doneB)begin
					nxt_state = BEGINMT1;
				end
			end
			BEGINMT1:begin
				nxt_state = MT1;
			end
			MT1:begin
				nxt_state = MT1;
				if(doneM)begin
					nxt_state = BEGINBMM2;
				end
			end
			BEGINBMM2:begin
				nxt_state = BMM2;
			end
			BMM2:begin
				nxt_state = BMM2;
				if(doneB)begin
					nxt_state = BEGINMT2;
				end
			end
			BEGINMT2:begin
				nxt_state = MT2;
			end
			MT2:begin
				nxt_state = MT2;
				if(doneM)begin
					nxt_state = BEGINA;
				end
			end
			END:begin
				nxt_state = WAIT;
			end
			default:begin
				nxt_state = WAIT;
			end
		endcase
	end
endmodule
==> reports/metrics.yaml <==
critical_path:
  start_kind: "flop"
  endpoint_kind: "output port"
  crit_chain: "clkdlybuf4s50_1"
  required_ns: 3.28
  cp_max_fo: 2
  path_buffers: 1
  crit_family: "flip-flops"
  crit_type: "flop to output port"
  slowest_delay_ns: 0.53
  critPathSlowestCell: "dfstp_2"
  critPathArrivalTime_ns: 1.29
  critPathLaunch: "C[0]"
  crit-reg2reg-launch: "state[0]"
drt:
  routed_wl_um: 11100
  drt_iter0_markers: 224
  via_count: 3877
  vias_per_cell: 5.05
  num_antenna_cells: 0
  wl_per_cell_um: 14.5
  first_pass_iters: 4
  drc: 0
  ant_nets: 0
floorplanning:
  core_um2: 15800
  num_io_pins: 31
  die_area_um2: 16700
  fp-utilization: 0.307
  dieWidth_um: 129
  fp-row-count: 46
  die_h_um: 129
synthesis:
  synthesis.area_um2: 4860
  simple_gate_area_frac: 0.173
  yosysChipArea_um2: 4860
  numSynthFlops: 67
  synthTopLogicFamily: "AND-OR/OR-AND gates"
  synthAoiAreaFrac: 0.220
  edf_count: 25
  synth.avg_cell_area_um2: 9.26
  yosys_most_used_dff: "dfrtp_1"
  yosys_cells: 525
  yosysWarnings: 687
  synthCells: 525
  ys_sh_adder: 0.118
  netlist-cell-type-count: 73
  async_reset_ff_frac: 0.493
  mux_area_frac: 0.0502
  synth-xor-area-share: 0.0415
clock_network:
  ctsHoldBuffers: 0
  cts.path.max_buffers: 2
  htreeDepth: 3
  cts_tree: "yes"
  clk_latency_ns: 0.32
  cts_buffers: 9
  cts.clk_slew.worst_paths_ns: 0.05
  cts_resized: 0
  postCtsSetupBuffers: 0
  root_buffer: "clkbuf_16"
sta:
  min_period_ns: 2.11
  worst_pin_slew_ns: 0.663
  fin_worst_skew_ns: 0.00657
  tns_ns: 0
  unclocked_pins: 9
  final_max_slew_viol_count: 0
  fmax_mhz: 474
  setup_ws_ns: 1.99
  finalCritPeriodShare: 0.515
  hold_viol: 0
  worst_hold_slack_ns: 0.400
  setup_viol: 0
  untimed_endpoints: 9
  rsz0062_at_grt: "no"
  relSlewSlack: 0.555
outcome:
  status: "finished clean"
global_route:
  grt_pass1_vias: 3703
  antenna_found_initial: 0
  grt.total_usage: 0.141
  grt_start_max_net_pins: 25
  grt_pass1_wl_um: 18200
  gr-total-overflow: 0
placed_design:
  pre_cts_ws_ns: 1.67
  gp_congestion: 0.912
  dpl-instance-area_um2: 5310
  portBuffers: 22
  hpwl_um: 8600
final_layout:
  final_area_um2: 5590
  drive_gt1_frac: 0.0851
  lay_top_cells: "43 x nor2_1, 41 x inv_1, 41 x ha_1"
  lay_top_count: "nor2_1"
  area_growth_pct: 15.0
  final_util: 0.353
flow_run:
  drv_cap: 0
  warnings: 39
power_and_ir_drop:
  p_leak_nw: 2.34
  p_per_area_nw_per_um2: 292
  ir_drop_mv: 0.218
hold_path:
  min_path_type: "flop to flop"
  hold_start: "bmm.mont.state[3]"
## sequential cells by signal, summed over array words and instances, names as in the netlist, 2 cells and up
signal           count
mont.Z               9
C                    8
inter.state          2
mont.i               3
bmm.mont.i           3
state                4
bmm.inter.state      2
bmm.partialComp      2
i                    2
mont.state           4
bmm.inter.i          3
inter.i              3
bmm.state            9
## path summary, 6_finish.rpt
check | endpoint | slack [ns] | depth (start not counted)
setup / recovery | C[0] | 1.99 | 1
hold / removal | bmm.mont.done | 0.40 | 1
setup reg to reg | startM | 2.04 | 5
hold reg to reg | bmm.mont.done | 0.40 | 1
max in group asynchronous | mont.state[0] | 2.90 | 2
min in group asynchronous | C[7] | 0.47 | 1
## Yosys cell counts (3+ instances only)
cell,number,area [um2]
a211oi_1,3,22.5
a21boi_0,4,30.0
a21o_1,9,67.6
a21oi_1,30,150
a21oi_2,3,26.3
a221oi_1,3,26.3
and2_1,3,18.8
and3_1,3,18.8
buf_2,3,15.0
clkbuf_1,11,41.3
dfrtp_1,31,776
dlxtn_1,9,135
edfxtp_1,25,751
fa_1,3,60.1
ha_1,41,513
inv_1,41,154
mux2_2,7,78.8
mux2i_1,12,120
nand2_1,40,150
nand2b_1,9,56.3
nand3_1,10,50.1
nand4_1,7,43.8
nor2_1,43,161
nor2b_1,13,81.3
nor3_1,11,55.1
nor3b_1,4,30.0
nor4_1,3,18.8
o2111ai_1,3,26.3
o211ai_1,6,45.0
o21a_1,12,90.1
o21ai_0,31,155
o21bai_1,4,30.0
o22ai_1,4,25.0
o31a_1,5,43.8
o31ai_1,5,37.5
or3_1,3,18.8
xnor2_1,16,140
xor2_1,7,61.3
## through the flow
step | std cells | power [mW]
after floorplan | 525 | 0.881
after global routing | 768 | 1.71
after CTS | 768 | 1.65
after global placement | 752 | 0.962
final | 768 | 1.63
after detailed placement | 752 | 0.974
## final cells by class
cell class                      count  area, um2
Clock buffer                       13        260
Clock inverter                      3       15.0
Fill cell                        1547      10200
Inverter                           42        158
Multi-Input combinational cell    402       2930
Sequential cell                    67       1710
Tap cell                          216        270
Timing Repair Buffer               25        238
## metal layers
| metal | routed length [um] | up-vias | track usage |
|---|---|---|---|
| met3 | 443 | 13 | 0.0189 |
| met1 | 5570 | 1835 | 0.212 |
| li1 | - | 1967 | - |
| met2 | 5000 | 62 | 0.229 |
| met4 | 120 | 0 | 0.0145 |
| met5 | 0 | - | 0 |
## cells by family after synthesis
group,Yosys count
DFF,58
AOI/OAI and AO/OA,151
latches,9
muxes,21
xor gates and xnor gates,23
and+or+nand+nor,163
buffers and inverters,56
adders and majority gates,44
## report_power, final
part | internal [mW] | leakage (nW) | switching [mW] | total, mW
registers | 0.656 | 0.722 | 0.0440 | 0.700
logic | 0.116 | 1.48 | 0.150 | 0.266
clock network | 0.437 | 0.139 | 0.230 | 0.667
Power is estimated from default activity; no workload was simulated.
